==> ./design.v <==
module control (
    input wire [1:0] type_in,
    input wire [3:0] op_in,
    input wire br_in,
    output wire pc_sel_out,
    output wire [1:0] imm_sel_out,
    output wire reg_wen_out,
    output wire mux_1_sel_out,
    output wire mux_2_sel_out,
    output wire [3:0] alu_sel_out,
    output wire mux_3_sel_out,
    output wire [1:0] type_out,
    output wire [3:0] op_out,
    output wire dmem_wen_out,
    output wire wb_sel_out
);
    reg [18:0] output_vector;
    assign pc_sel_out = output_vector[18];
    assign imm_sel_out = output_vector[17:16];
    assign reg_wen_out = output_vector[15];
    assign mux_1_sel_out = output_vector[14];
    assign mux_2_sel_out = output_vector[13];
    assign alu_sel_out = output_vector[12:9];
    assign mux_3_sel_out = output_vector[8];
    assign type_out = type_in;
    assign op_out = op_in;
    assign dmem_wen_out = output_vector[1];
    assign wb_sel_out = output_vector[0];
    always @(*) begin
        if (type_in == 2'b00) begin
            case (op_in)
                4'b0000: output_vector = 19'b0001010000000000001;
                4'b0001: output_vector = 19'b0001010001000000101;
                4'b0010: output_vector = 19'b0001010010000001001;
                4'b0011: output_vector = 19'b0001010011000001101;
                4'b0100:  output_vector = 19'b0001010100000010001;
                4'b0101: output_vector = 19'b0001010101000010101;
                4'b0110: output_vector = 19'b0001010110000011001;
                4'b0111:  output_vector = 19'b0000010111000011101;
                4'b1000: output_vector = 19'b0000011000000100001;
                4'b1001:  output_vector = 19'b0000011001000100101;
                4'b1010: output_vector = 19'b0000011010000101001;
                4'b1011:  output_vector = 19'b0000011011000101101;
                4'b1100: output_vector = 19'b0000011100000110001;
                default: output_vector = 19'b0;
            endcase
        end else if (type_in == 2'b01) begin
            case (op_in)
                4'b0000: output_vector = 19'b0101000000001000001;
                4'b0001: output_vector = 19'b0101000001001000101;
                4'b0010: output_vector = 19'b0101000010001001001;
                4'b0011: output_vector = 19'b0101000011001001101;
                4'b0100:  output_vector = 19'b0101000100001010001;
                4'b0101: output_vector = 19'b0101000101001010101;
                4'b0110: output_vector = 19'b0101000110001011001;
                4'b0111:  output_vector = 19'b0100000111001011101;
                4'b1000: output_vector = 19'b0100001000001100001;
                4'b1001:  output_vector = 19'b0100001001001100101;
                4'b1010: output_vector = 19'b0100001010001101001;
                4'b1011:  output_vector = 19'b0100001011001101101;
                4'b1100: output_vector = 19'b0100001100001110001;
                4'b1101:  output_vector = 19'b0011000000001110101;
                4'b1110: output_vector = 19'b1101000000101111001;
                default: output_vector = 19'b0;
            endcase
        end else if (type_in == 2'b10) begin 
            case (op_in)
                4'b0000: output_vector = 19'b0101000000010000000;
                4'b0101: output_vector = 19'b0100000000010010110;
                default: output_vector = 19'b0;
            endcase        
        end else if (type_in == 2'b11) begin
            if (br_in) begin
                case (op_in)
                    4'b0000:  output_vector = 19'b1111100000111000001;
                    4'b0001: output_vector = 19'b1111100000111000101;
                    4'b0010:  output_vector = 19'b1111100000111001001;
                    4'b0011: output_vector = 19'b1111100000111001101;
                    4'b0100:  output_vector = 19'b1111100000111010001;
                    4'b0101: output_vector = 19'b1111100000111010101;
                    default: output_vector = 19'b0;
                endcase
            end else begin
                case (op_in)
                    4'b0000:  output_vector = 19'b0110100000111000001;
                    4'b0001: output_vector = 19'b0110100000111000101;
                    4'b0010:  output_vector = 19'b0110100000111001001;
                    4'b0011: output_vector = 19'b0110100000111001101;
                    4'b0100:  output_vector = 19'b0110100000111010001;
                    4'b0101: output_vector = 19'b0110100000111010101;
                    default: output_vector = 19'b0;
                endcase
            end
        end else begin
            output_vector = 19'b0;
        end
    end
endmodule
==> ./run.sh <==
#!/bin/bash
# OpenROAD 26Q1-2900-gdf79404cd8, Yosys 0.63+post, stock flow scripts
make -C /OpenROAD-flow-scripts/flow DESIGN_CONFIG=/design/flow/config.mk WORK_HOME=/design/flow/orfs finish
==> ./config.mk <==
export PLATFORM = sky130hd
export DESIGN_NAME = control
export DESIGN_NICKNAME = control
export VERILOG_FILES = /design/flow/design.v
export SDC_FILE = /design/flow/constraint.sdc
export NUM_CORES = 4
export LEC_CHECK = 1
export CORE_AREA = 10 10 70 70
export DIE_AREA = 0 0 80 80
==> ./constraint.sdc <==
current_design control

set clk_period 1.3
set clk_io_pct 0.2

create_clock -name clk0 -period $clk_period

set non_clock_inputs [all_inputs -no_clocks]
set_input_delay [expr $clk_period * $clk_io_pct] -clock clk0 $non_clock_inputs
set_output_delay [expr $clk_period * $clk_io_pct] -clock clk0 [all_outputs]
==> notes.md <==
Implementation numbers.

- The flow ran to the end, but the final reports show violations.
- The final reports fail on negative setup slack.
- The maximum number of pins on one net before global-route repair is 9.
- Power spread over the standard cell area amounts to approximately 290 mW/mm^2.
- A synthesized cell averages between 6 and 7 sq um.
- The min-delay analysis places its worst path in the category input port to output port.
- Per the gpl log, the routability congestion estimate is slightly below 0.9.
- After detailed routing, the average wire length per cell comes to 12.63 microns.
- The worst pin sits at a relative slew slack of 83.96%.
- The starting utilization of the core area is 11.39%.
- The count of tool warnings is 38.
- The leakage power summed over all cells is 0.4685 nW.
- The share of synthesized area in the top cell type comes to 16.08%.
- The arrival time at the worst endpoint is 1370 ps.
- Using the TritonRoute via totals, the vias-per-cell ratio works out to between 3 and 4.
- The floorplan step set the die height to 80 microns.
- The tool flagged a number of max-cap violations equal to 0.
- The chip occupies 0.006400 sq mm.
- The basic-gate share of the synthesized area counting and, or, nand and nor cells is 27.97%.
- The slew at the pin closest to its max-slew limit is 238.9 ps.
- The share of post-route cells with drive strength above 1 is 69.23%.
- The cell row count is 21.
- sky130_fd_sc_hd__ha_1 takes more of the synthesized area than any other cell.
- The setup slack of the critical path after layout is -328.3 ps.
- The startpoint class of the critical path is an input port.
- The number of cells produced by synthesis is between 50 and 60.
- The flow reports an fmax of slightly above 600 MHz.
- The final critical path time including I/O delays and setup is 1628 ps.
- The number of standard cells reported by yosys is 58.
- STA classifies the critical path endpoint as an output port.
- Counting instances, the worst hold path has a depth of 3.
- The arithmetic-cell share of the synthesized area counting full adders, half adders and majority gates is 16.08%.
- The synthesis warning total is 1.
- The initial antenna violation count is 0.
- Global routing used about 5.5% of the available tracks across all layers.
- The part of the cycle the worst path needs is 125.3%.
- Summed over all nets, the half-perimeter wirelength after detailed placement is between 1000 and 1500 microns.
- Across all layers, the routed design uses 577 vias.
- The critical path maximum fanout is 4.
- Yosys attributes the largest share of cell area to sky130_fd_sc_hd__ha_1 (16%), sky130_fd_sc_hd__buf_4 (12%), sky130_fd_sc_hd__inv_1 (5.8%), sky130_fd_sc_hd__nand2_1 (5.8%), sky130_fd_sc_hd__a21oi_1 (5.1%).
- The floorplan step defined a core boundary enclosing 0.003416 sq mm.
- The worst setup path is of the input port to output port kind.
- The area fraction in mux cells is 0%.
- The required time of the critical path is 1040 ps.
- After layout, the design draws a total of 289.8 uW.
- The number of clock-tree buffers in the layout is 0.
- The layout overhead on the synthesized area is 161.1%.
- The number of global-route vias before repair came to just over 600.
- Max-slew check failures listed in the final report amount to 0.
- Endpoints with negative setup slack in the final report add up to 11.
- The netlist uses 30 different library cells.
- The maximum vdd ir drop is 156.0 uV.
- The wire length recorded after detailed routing is 1895 microns.
- Final hold analysis gives a worst-case slack of 811.4 ps.
- The global route stage reports its total congestion overflow as 0.
- The number of remaining DRC errors is 0.
- The sequential cell count of the final layout is 0.
- Setup repair after global routing could not meet its margin everywhere.
- The count of fill cells added during filler insertion is 355.
- The width of the die is 80 microns.
- Input and output buffers added on the ports amount to 26.
- The number of detailed-route iterations in the first pass is 4.
- The share of the Yosys chip area taken by registers is 0%.
- The first global-routing pass estimated 2973 microns of wire.
- The parity-gate share of the synthesized area counting xor and xnor cells is 0%.
- Of the total synthesized cell area, the portion taken by AND-OR and OR-AND cells is 32.15%.
- The summed standard-cell area reported by yosys is 389.1 sq um.
- The first routing iteration left 11 violations.
- 26 I/O pins were placed.
- Per the final timing report, the hold violations number 0.
- The synthesized area is 389.1 sq um.
- The total area of sequential cells is 0 sq um.
- The number of diodes added for antenna fixing is 0.
- The main kind of combinational logic by area is AND-OR/OR-AND gates.
- Per the post-route antenna check, the number of violating nets is 0.
Yosys cell counts, drive strengths merged, types with 2 or more instances:
| cell | count |
|---|---|
| inv | 7 |
| nor2 | 3 |
| and3b | 2 |
| and2 | 2 |
| ha | 5 |
| a21oi | 5 |
| nand2 | 6 |
| a311oi | 2 |
| buf | 9 |
logic make-up after synthesis:
kind of cell	Yosys count
AND-OR/OR-AND	17
buffers and inverters	16
AND/OR/NAND/NOR	20
adder cells (fa/ha/maj)	5
placed cells by master, fill, tap and decap left out, types with 2 or more instances in the layout:
cell type	count
sky130_fd_sc_hd__clkinv_8	2
sky130_fd_sc_hd__buf_2	14
sky130_fd_sc_hd__buf_12	2
sky130_fd_sc_hd__a311oi_1	2
sky130_fd_sc_hd__a21oi_2	4
sky130_fd_sc_hd__dlygate4sd2_1	2
sky130_fd_sc_hd__clkdlybuf4s50_1	4
sky130_fd_sc_hd__ha_4	5
sky130_fd_sc_hd__and3b_1	2
sky130_fd_sc_hd__nand2_1	4
sky130_fd_sc_hd__nand2_2	2
sky130_fd_sc_hd__inv_1	4
sky130_fd_sc_hd__buf_6	12
sky130_fd_sc_hd__buf_4	19
stage by stage:
stage | area [sq um] | instances | TNS [ps] | setup slack [ps] | utilization [%]
2_1_floorplan | 406.6 | 58 | 0 | 9.887 | -
3_3_place_gp | 778.2 | 137 | -14600 | -1122 | 22.78
3_5_place_dp | 778.2 | 137 | -14840 | -1147 | 22.78
4_1_cts | 970.9 | 151 | -2603 | -355.4 | 28.42
5_1_grt | 1016 | 150 | -2817 | -378.7 | 29.74
6_report | 1016 | 150 | -2274 | -328.3 | 29.74
where the power goes:
group / switching [mW] / internal (mW) / total [mW]
registers: 0 / 0 / 0
clock network: 0 / 0 / 0
logic: 0.117 / 0.173 / 0.290
layout make-up:
| class | instances | area, sq um | area share (%) |
|---|---|---|---|
| Timing Repair Buffer | 55 | 473.0 | 46.55 |
| Tap cell | 46 | 57.56 | 5.665 |
| Inverter | 7 | 51.30 | 5.049 |
| Multi-Input combinational cell | 42 | 434.2 | 42.73 |
layer usage:
layer	global-route usage (%)	vias to the layer above	wire, microns
li1	-	290	-
met1	6.987	272	894
met2	10.11	15	928
met3	0.5682	0	73
met4	0	0	0
met5	0	-	0
final timing paths:
| path | endpoint | start | slack (ps) |
|---|---|---|---|
| worst max-delay path | wb_sel_out | op_in[1] | -330 |
| worst min-delay path | mux_2_sel_out | type_in[1] | 810 |
worst max-delay path, stage by stage:
cell and delay (ps):
sky130_fd_sc_hd__buf_12 120, sky130_fd_sc_hd__clkinv_8 50, sky130_fd_sc_hd__ha_4 160, sky130_fd_sc_hd__nor2_4 40, sky130_fd_sc_hd__a211o_1 330, sky130_fd_sc_hd__buf_6 130
sky130_fd_sc_hd__o211ai_1 140, sky130_fd_sc_hd__buf_2 130
timing repair:
item / CTS / global route
setup endpoints to repair: 19 / 14
hold buffers: 0 / 0
endpoints found under the hold margin: 0 / 0
pin swaps: 23 / 15
buffers inserted: 14 / 2
gates resized: 110 / 17
Power and IR drop assume default switching activity.
