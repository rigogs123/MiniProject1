--- design/flow/design.v ---
module ccr_logic (
    input wire over,
    input wire under,
    input wire [31:0] alu_in,
    input wire [31:0] ccr_in,
    input wire [1:0] type_in,
    input wire [3:0] op_in,
    output reg br_out,
    output reg [31:0] ccr_out
);
    always @(*) begin
        ccr_out = ccr_in;
        ccr_out[31:9] = 23'b0;
        ccr_out[0] = (alu_in == 32'b0) ? 1'b1 : 1'b0;
        ccr_out[1] = (over) ? 1'b1 : 1'b0;
        ccr_out[2] = (under) ? 1'b1 : 1'b0;
        br_out = 1'b0;
        if (type_in == 2'b11) begin
            case (op_in)
                4'b0000: begin
                    br_out = ccr_in[3];
                    ccr_out[3] = 1'b0;
                end
                4'b0001: begin
                    br_out = ccr_in[4];
                    ccr_out[4] = 1'b0;
                end
                4'b0010: begin
                    br_out = ccr_in[5];
                    ccr_out[5] = 1'b0;
                end
                4'b0011: begin
                    br_out = ccr_in[6];
                    ccr_out[6] = 1'b0;
                end
                4'b0100: begin
                    br_out = ccr_in[7];
                    ccr_out[7] = 1'b0;
                end
                4'b0101: begin
                    br_out = ccr_in[8];
                    ccr_out[8] = 1'b0;
                end
                default: begin
                    br_out = 1'b0;
                end
            endcase
        end else if (type_in == 2'b00) begin
            case (op_in)
                4'b0111: begin
                    br_out = ccr_in[3];
                    ccr_out[3] = 1'b1;
                end
                4'b1000: begin
                    br_out = ccr_in[4];
                    ccr_out[4] = 1'b1;
                end
                4'b1001: begin
                    br_out = ccr_in[5];
                    ccr_out[5] = 1'b1;
                end
                4'b1010: begin
                    br_out = ccr_in[6];
                    ccr_out[6] = 1'b1;
                end
                4'b1011: begin
                    br_out = ccr_in[7];
                    ccr_out[7] = 1'b1;
                end
                4'b1100: begin
                    br_out = ccr_in[8];
                    ccr_out[8] = 1'b1;
                end
                default: begin
                    br_out = 1'b0;
                end
            endcase            
        end else begin
            ccr_out[8:3] = ccr_in[8:3];
        end
    end
endmodule
--- design/flow/run.sh ---
#!/bin/bash
# OpenROAD 26Q1-2900-gdf79404cd8, Yosys 0.63+post, stock flow scripts
make -C /OpenROAD-flow-scripts/flow DESIGN_CONFIG=/design/flow/config.mk WORK_HOME=/design/flow/orfs finish
--- design/flow/config.mk ---
export PLATFORM = sky130hd
export DESIGN_NAME = ccr_logic
export DESIGN_NICKNAME = ccr_logic
export VERILOG_FILES = /design/flow/design.v
export SDC_FILE = /design/flow/constraint.sdc
export NUM_CORES = 4
export LEC_CHECK = 1
export CORE_AREA = 10 10 70 70
export DIE_AREA = 0 0 80 80
--- design/flow/constraint.sdc ---
current_design ccr_logic

set clk_period 1.4
set clk_io_pct 0.2

create_clock -name clk0 -period $clk_period

set non_clock_inputs [all_inputs -no_clocks]
set_input_delay [expr $clk_period * $clk_io_pct] -clock clk0 $non_clock_inputs
set_output_delay [expr $clk_period * $clk_io_pct] -clock clk0 [all_outputs]
==> impl_metrics.csv <==
group,metric,value,unit
pwr,sw_frac_of_total,39.9,%
worst_hold_path,worstHoldPathType,"in2out",
pwr,power_density,223,nW/um^2
outcome,outcome,"finished, violations left",
sta,highest_clock_rate,0.600,GHz
worst_setup_path,cp_slowest_stage_delay,390,ps
worst_hold_path,worst_hold_path_cells,0,
global_route,number_of_global_route_vias_before_repair,873,
sta,fin_crit_sh,119,%
die,fp.dieH,80,um
flow_run,drv_cap,0,
final_layout,postLayoutCoreUtil,37.4,%
worst_setup_path,cp-end-kind,"output port",
synth,synth-seq-area-share,0,%
drt,drtIter0Drc,68,
sta,hold_violations,0,
synth,synth_cells,92,
synth,netlist_area,606,sq um
placement,place.gp.congestion,0.882,
worst_setup_path,worstPathRequired,1120,ps
sta,timing.setup.tns,-678,ps
pwr,share_comb_of_total_power,100.0,%
drt,dr.pass1.iters,4,
final_layout,register_area,0,sq um
outcome,failed_checks,"negative setup slack",
global_route,grt_overflow,0,
drt,finalWirelength,2880,um
sta,fin_ws,-267,ps
global_route,first_pass_grt_wire_length,4220,um
synth,yosys_cells,92,
drt,vias_per_cell,4.30,
global_route,grt_use_met2,14.2,%
die,core_area,3420,sq um
sta,hold-worst-slack,560,ps
placement,pre_cts_ws,-1100,ps
synth,ys_chip_area,606,sq um
worst_setup_path,criticalPathCategory,"in2out",
synth,syn_avg_cell_area,6.58,sq um
sta,rsz0062_at_grt,"true",
drt,post-route-drc-count,0,
worst_hold_path,hold_start,"over",
synth,yosys_warnings,1,
global_route,globalRoute.busiestLayer,"met2",
worst_setup_path,crit_fanout,7,
sta,timing.final.setup_violations,4,
drt,route.antenna.diode_count,0,
drt,route.antenna.remaining_nets,0,
synth,post_synth_num_cell_types,32,
clock_tree,ctsHoldBuffers,0,
placement,placed_cells,200,
placement,dp_hpwl,2460,um
global_route,grt_max_degree,10,
final_layout,final.fill_count,338,
global_route,groute.usage.overall,7.92,%
sta,period_minus_slack,1670,ps
worst_setup_path,worst_setup_sp_type,"input pin",
flow_run,warnings,60,
final_layout,combGateArea,571,sq um
worst_hold_path,min_to,"ccr_out[1]",
worst_setup_path,timing.critical_path.cells,"buf_8 -> and2b_4 -> a32o_1 -> a222oi_1 -> o41ai_2 -> buf_2",
global_route,grt_use_met3,1.25,%
die,die_w,80,um
global_route,antenna_found_initial,0,
final_layout,final_layout_top_logic_cell,"sky130_fd_sc_hd__conb_1",
final_layout,clock_buffer_count,0,
pwr,clock_power_share,0,%
worst_setup_path,cp.arrival,1390,ps
final_layout,layout-drive-gt1-share,42.0,%
pwr,seq_power_share,0,%
pwr,switching_power,114,uW
placement,port_buffers,52,
drt,avgRoutedWirePerCell,13.9,um
global_route,use_met1,10.0,%
die,pin_count,105,
final_layout,syn2layout_area_growth,111,%
die,floorplanUtilization,17.7,%
worst_setup_path,path_delay_family,"AND-OR/OR-AND gates",
pwr,p_int,171,uW
worst_setup_path,critical-path-slowest-cell,"sky130_fd_sc_hd__a222oi_1",
sta,final_tally_of_max_slew_violations,0,
pwr,peakVddDrop,0.0809,mV
pwr,cellLeakagePower,0.000617,uW
die,dieArea,6400,sq um
die,rows,21,
final_layout,post_layout_nonfiller_instances,208,
worst_setup_path,critical_path.n_buffers_inverters,2,
final_layout,layout.cells.most_common_list,"sky130_fd_sc_hd__conb_1 (23), sky130_fd_sc_hd__buf_4 (21), sky130_fd_sc_hd__dlygate4sd2_1 (16)",
final_layout,design.seq.count,0,
drt,routed-via-count,895,
-- layer usage --
layer / vias up / routed length [um]
met2: 43 / 1500
met3: 2 / 211
met5: - / 0
met1: 412 / 1150
li1: 438 / -
met4: 0 / 19
-- synth_stat cells, types with 2 or more instances --
| cell type | number | area (sq um) |
|---|---|---|
| sky130_fd_sc_hd__a21oi_1 | 4 | 20.0 |
| sky130_fd_sc_hd__nand2_1 | 8 | 30.0 |
| sky130_fd_sc_hd__nor2b_1 | 3 | 18.8 |
| sky130_fd_sc_hd__o41ai_1 | 2 | 17.5 |
| sky130_fd_sc_hd__o21ai_1 | 3 | 15.0 |
| sky130_fd_sc_hd__o21ai_0 | 2 | 10.0 |
| sky130_fd_sc_hd__nand4_1 | 3 | 18.8 |
| sky130_fd_sc_hd__a32o_1 | 2 | 20.0 |
| sky130_fd_sc_hd__nor2_1 | 7 | 26.3 |
| sky130_fd_sc_hd__nor4_1 | 8 | 50.1 |
| sky130_fd_sc_hd__a31oi_1 | 2 | 12.5 |
| sky130_fd_sc_hd__buf_4 | 25 | 188 |
| sky130_fd_sc_hd__buf_2 | 4 | 20.0 |
-- metrics by stage --
stage / area (sq um) / total power, uW
final: 1280 / 285
after floorplan: 688 / 119
after global routing: 1280 / 311
after global placement: 1180 / 285
after CTS: 1260 / 277
after detailed placement: 1180 / 285
-- kinds of logic after synthesis --
family                 after synthesis  synth area share (%)
muxes                                1                  1.65
and+or+nand+nor                     40                  38.8
buffers and inverters               30                  36.2
AOI/OAI and AO/OA                   20                  22.7
other                                1                 0.619
-- cell type report --
type,count,share of cell area (%)
multi-input combinational,84,44.7
timing repair buffer,78,50.8
tap,46,4.51
-- worst max path at each step --
stage / startpoint / endpoint / slack [ps] / cells past startpoint
4_1_cts: op_in[3] / br_out / -330 / 6
5_1_grt: type_in[0] / ccr_out[5] / -320 / 7
6_report: op_in[3] / br_out / -270 / 6
-- power by group through the flow --
stage	registers (uW)	logic, uW	clock network [uW]
final	0	285	0
after global routing	0	311	0
after CTS	0	277	0
-- what timing repair did --
item | in CTS | in global routing
buffers inserted | 7 | 1
endpoints found under the setup margin | 8 | 8
pin swaps | 27 | 14
gates resized | 117 | 39
Power is estimated from default activity; no workload was simulated.
